===== flow/run.sh =====
#!/bin/bash
# OpenROAD 26Q1-2900-gdf79404cd8, Yosys 0.63+post, stock flow scripts
make -C /OpenROAD-flow-scripts/flow DESIGN_CONFIG=/design/flow/config.mk WORK_HOME=/design/flow/orfs finish

===== flow/config.mk =====
export PLATFORM = sky130hd
export DESIGN_NAME = safe
export DESIGN_NICKNAME = safe
export VERILOG_FILES = /design/flow/design.v
export SDC_FILE = /design/flow/constraint.sdc
export NUM_CORES = 4
export LEC_CHECK = 1
export CORE_UTILIZATION = 40
export SYNTH_HDL_FRONTEND = slang

===== flow/constraint.sdc =====
current_design safe

set clk_period 3.5
set clk_io_pct 0.2

create_clock -name clk0 -period $clk_period [get_ports {clk_i}]

set non_clock_inputs [all_inputs -no_clocks]
set_input_delay [expr $clk_period * $clk_io_pct] -clock clk0 $non_clock_inputs
set_output_delay [expr $clk_period * $clk_io_pct] -clock clk0 [all_outputs]

===== flow/design.v =====
package safe_pkg;
typedef enum logic [2:0] {
    LOCKED          = 3'd0,
    CODE_CHECK      = 3'd1,
    OPEN            = 3'd2,
    CODE_SET        = 3'd3,
    BLOCKED         = 3'd4
} safe_state;
typedef enum logic [3:0] {
    KEY_0           = 4'h0,
    KEY_1           = 4'h1,
    KEY_2           = 4'h2,
    KEY_3           = 4'h3,
    KEY_4           = 4'h4,
    KEY_5           = 4'h5,
    KEY_6           = 4'h6,
    KEY_7           = 4'h7,
    KEY_8           = 4'h8,
    KEY_9           = 4'h9,
    KEY_CLEAR       = 4'hA,
    KEY_OK          = 4'hB,
    DOOR_SEALED     = 4'hC
} data_in;
typedef enum logic[2:0] {
    PASS_OK         = 3'h0,
    PASS_FAIL       = 3'h1,
    DOOR_LOCK       = 3'h2,
    BLOCK           = 3'h3,
    TIMEOUT         = 3'h4,
    CODE_SET_MODE   = 3'h5
} data_out;
endpackage
`timescale 1ns/1ns
import safe_pkg::*;
module safe
#(
    parameter CODE_LENGTH = 4,
    parameter WRONG_ATTEMPS_TO_BLOCK = 3,
    parameter TIMEOUT_VALUE = 1000,
    parameter LONG_PRESS_VALUE = 100
)
(
    input 
            logic       clk_i,
            logic       arst_n_i,
    input
            data_in     data_in_i,
            logic       data_in_valid_i,
    output  logic       data_in_ready_o,
    input
            logic       unlock_i,
            logic       unlock_valid_i,
    output  logic       unlock_ready_o,
    output
            data_out    data_out_o,
            logic       data_out_valid_o,
    input   logic       data_out_ready_i     
);
typedef logic [CODE_LENGTH-1:0][3:0] code_reg;
logic code_is_set;
logic [$clog2(WRONG_ATTEMPS_TO_BLOCK-1):0] wrong_attemps;
code_reg current_input, current_pass, new_pass;
logic [$clog2(CODE_LENGTH):0] current_input_cnt;
logic [$clog2(LONG_PRESS_VALUE):0] clear_long_press_cnt;
logic [$clog2(TIMEOUT_VALUE):0] timeout_cnt;
safe_state state;
logic data_in_handshake;
logic unlock_handshake;
logic data_out_handshake;
assign data_in_handshake    = data_in_valid_i & data_in_ready_o;
assign unlock_handshake     = unlock_valid_i & unlock_ready_o;
assign data_out_handshake   = data_out_valid_o & data_out_ready_i;
logic is_digit_input;
logic is_submit;
logic is_clear;
logic is_sealed;
logic is_unlocked;
assign is_digit_input       = data_in_handshake & (data_in_i <= KEY_9);
assign is_submit            = data_in_handshake & (data_in_i == KEY_OK);
assign is_clear             = data_in_handshake & (data_in_i == KEY_CLEAR);
assign is_sealed            = data_in_handshake & (data_in_i == DOOR_SEALED);
assign is_unlocked          = unlock_handshake & unlock_i;
logic digit_input_allowed;
logic code_input_allowed;
logic clear_current_input;
logic code_match;
logic code_confirm;
logic about_to_block;
logic wrong_code_attempted;
logic new_code_set;
logic new_code_confirmed;
assign digit_input_allowed  = (state == LOCKED) | (state == CODE_CHECK) | (state == CODE_SET);
assign code_input_allowed   = is_digit_input & (current_input_cnt < CODE_LENGTH);
assign clear_current_input  = is_clear | is_submit;
assign code_match           = current_input == current_pass;
assign code_confirm         = current_input == new_pass;
assign about_to_block       = wrong_attemps == WRONG_ATTEMPS_TO_BLOCK - 1;
assign wrong_code_attempted = (is_submit) & code_is_set & ~code_match & (wrong_attemps < WRONG_ATTEMPS_TO_BLOCK);
assign new_code_set         = is_submit & (state == CODE_SET);
assign new_code_confirmed   = is_submit & code_confirm & (state == CODE_CHECK);
logic timeout;
logic timeout_active;
logic clear_held;
logic clear_long_press;
assign timeout              = timeout_cnt == TIMEOUT_VALUE;
assign timeout_active       = state == CODE_CHECK || state == CODE_SET;
assign clear_held           = is_clear & (state == OPEN);
assign clear_long_press     = clear_long_press_cnt == LONG_PRESS_VALUE;
always_ff @(posedge clk_i or negedge arst_n_i) begin
    if(~arst_n_i) begin
        state <= BLOCKED;
    end
    else begin
        case(state)
            LOCKED:
                if(is_digit_input) begin
                    state <= CODE_CHECK;
                end
            CODE_CHECK:
                if(timeout) begin
                    if(code_is_set) begin
                        state <= LOCKED;
                    end else begin
                        state <= OPEN;
                    end
                end 
                else begin
                    if(is_submit) begin
                        if(code_is_set) begin
                            if(code_match)
                                state <= OPEN;
                            else if(about_to_block) begin
                                state <= BLOCKED;
                            end
                        end
                        else begin
                            state <= OPEN;
                        end
                    end
                end
            OPEN:
                if(is_sealed & code_is_set) begin
                    state <= LOCKED;
                end
                else if(clear_long_press) begin
                    state <= CODE_SET;
                end
            CODE_SET:
                if(is_sealed & code_is_set) begin
                    state <= LOCKED;
                end
                else if(timeout) begin
                    state <= OPEN;
                end
                else if(is_submit) begin
                    state <= CODE_CHECK;
                end
            BLOCKED:
                if(is_unlocked) begin
                    state <= OPEN;
                end
            default:
                state <= BLOCKED;
        endcase
    end
end
always_ff @(posedge clk_i or negedge arst_n_i) begin
    if(~arst_n_i)
        timeout_cnt <= 0;
    else begin
        if(timeout_active) begin
            if(timeout | data_in_valid_i)
                timeout_cnt <= 0;
            else timeout_cnt <= timeout_cnt + 1'b1;
        end
        else timeout_cnt <= 0;
    end
end
always_ff @(posedge clk_i or negedge arst_n_i) begin
    if(~arst_n_i) begin
        clear_long_press_cnt <= 0;
    end
    else begin
        if(clear_held) begin
            if(clear_long_press)
                clear_long_press_cnt <= 0;
            else clear_long_press_cnt <= clear_long_press_cnt + 1'b1;
        end
        else clear_long_press_cnt <= 0;
    end
end
always_ff @(posedge clk_i or negedge arst_n_i) begin
    if(~arst_n_i) begin
        current_input_cnt <= 0;
        current_input <= 0;
    end
    else begin
        if(digit_input_allowed) begin
            if(clear_current_input | timeout) begin
                current_input_cnt <= 0;
                current_input <= '0;
            end
            else if(code_input_allowed) begin
                current_input[current_input_cnt] <= data_in_i;
                current_input_cnt <= current_input_cnt + 1'b1;
            end
        end
    end
end
always_ff @(posedge clk_i or negedge arst_n_i) begin
    if(~arst_n_i) begin
        current_pass <= 0;
        new_pass <= 0;
        code_is_set <= 0;
    end
    else begin
        if(state == BLOCKED) begin
            code_is_set <= 0;
        end
        else begin
            if(new_code_set) begin
                new_pass <= current_input;
                code_is_set <= 1'b0;
            end
            else if(new_code_confirmed) begin
                current_pass <= new_pass;
                code_is_set <= 1'b1;
            end
        end
    end
end
always_ff @(posedge clk_i or negedge arst_n_i) begin
    if(~arst_n_i) begin
        wrong_attemps <= 0;
    end
    else begin
        if(state == CODE_CHECK) begin
            if(wrong_code_attempted)
                wrong_attemps <= wrong_attemps + 1'b1;
        end
        else wrong_attemps <= 0;
    end
end
assign data_in_ready_o = arst_n_i;
assign unlock_ready_o = arst_n_i & (state == BLOCKED);
always_comb begin
    data_out_o = PASS_OK;
    data_out_valid_o = 0;
    if(~arst_n_i) begin
        data_out_o = BLOCK;
        data_out_valid_o = 1'b1;
    end
    else begin
        case(state)
            CODE_CHECK:
                if(timeout) begin
                    data_out_o = TIMEOUT;
                    data_out_valid_o = 1'b1;
                end 
                else begin
                    if(is_submit) begin
                        if(code_is_set) begin
                            if(code_match) begin
                                data_out_o = PASS_OK;
                                data_out_valid_o = 1'b1;
                            end
                            else if(about_to_block) begin
                                data_out_o = BLOCK;
                                data_out_valid_o = 1'b1;
                            end
                            else begin
                                data_out_o = PASS_FAIL;
                                data_out_valid_o = 1'b1;
                            end
                        end
                        else if(code_confirm) begin
                            data_out_o = PASS_OK;
                            data_out_valid_o = 1'b1;
                        end
                        else begin
                            data_out_o = PASS_FAIL;
                            data_out_valid_o = 1'b1;
                        end         
                    end
                end
            OPEN:
                if(is_sealed & code_is_set) begin
                    data_out_o = DOOR_LOCK;
                    data_out_valid_o = 1'b1;
                end
                else if(clear_long_press) begin
                    data_out_o = CODE_SET_MODE;
                    data_out_valid_o = 1'b1;
                end
            CODE_SET:
                if(is_sealed & code_is_set) begin
                    data_out_o = DOOR_LOCK;
                    data_out_valid_o = 1'b1;
                end
                else if(timeout) begin
                    data_out_o = TIMEOUT;
                    data_out_valid_o = 1'b1;
                end
        endcase
    end
end
endmodule

==> flow_summary_export.csv <==
group,metric,value,unit
drt,antenna_cells,0,
sta,fin_skew,0.0128,ns
synth,synthMostInstantiatedCell,"dfrtp_1",
drt,drc,0,
cells_and_area,fin_util,47.6,%
sta,final.setup.tns,0,ns
setup_path,worstSetupStartpointType,"primary input",
global_routing,grt_pass1_wl,12600,microns
drt,viasPerCell,5.16,
setup_path,ff2ff_path_depth,6,
drt,num_vias,2659,
global_routing,grt.total_usage,16.2,%
power_and_ir_drop,ir_drop,0.000282,V
die,placement_rows,35,
synth,largest_area_cell,"dfrtp_1",
setup_path,startpoint,"data_in_valid_i",
global_routing,antenna_found_initial,0,
setup_path,cp_max_fo,3,
hold_path,min_path_type,"in2async",
synth,synth-warning-count,0,
synth,edf_count,0,
setup_path,worstReg2RegStart,"current_input[5]",
synth,flop_cell,"dfrtp_1",
placement,dp_cells,498,
sta,max_freq,299,MHz
sta,drv_slew,0,
synth,synth_area,3920,sq um
die,core_area,9370,sq um
cts,cts.sinks,78,
power_and_ir_drop,p_per_area,561,nW/um^2
die,io_pins,16,
setup_path,r2r-end,"current_pass[11]",
cts,ctsRootBufferMaster,"clkbuf_8",
drt,firstDrtPassIters,4,
cts,worstSkewPairLatency,0.35,ns
setup_path,crit_path_end_kind,"output port",
sta,tightestPinTransition,0.692,ns
synth,yosys-top-cells-count,"77 x dfrtp_1, 39 x xor2_1, 33 x nand2_1",
sta,hold_viol_final,0,
outcome,outcome,"finished clean",
cts,cts_buffer_depth,2,
synth,async_flop_share,100,%
job,tool_warnings,32,
power_and_ir_drop,power,2.50,mW
cts,cts_buffers,9,
synth,synthCells,354,
cts,path_clk_slew,0.09,ns
drt,wire_per_inst,14.3,microns
global_routing,grt_pass1_vias,2540,
synth,avgSynthCellArea,11.1,sq um
synth,ys_seq_share,49.9,%
cts,hold_buffers,0,
synth,ys_cells,354,
synth,yosysChipArea,3920,sq um
cells_and_area,drive_gt1_share,18.4,%
power_and_ir_drop,leakagePower,2.15,nW
setup_path,critPathArrivalTime,2.64,ns
sta,max_slew_margin,53.8,%
die,initCoreUtil,41.8,%
placement,io_buffer_count,14,
drt,route.antenna.remaining_nets,0,
drt,wirelength,7360,microns
sta,period_used_share,95.5,%
cts,cts_tree,"built",
cells_and_area,final_cell_count_no_fill,515,
cts,htree_num_levels,3,
synth,top_cells_by_area,"dfrtp_1 49%, mux2_2 9.2%, xor2_1 8.7%, ha_1 3.5%, nand2_1 3.2%",
setup_path,rrSetupSlack,1.06,ns
setup_path,crit_end,"data_out_o[1]",
sta,setup_viol,0,
job,maxCapViolations,0,
placement,place_hpwl,5190,microns
setup_path,crit_required,2.80,ns
die,dieArea,10200,sq um
synth,ys_seq_elements,78,
placement,place.gp.congestion,0.857,
synth,synth.distinct_cells,47,
sta,min_period,3.34,ns
drt,drt_iter0_drc,116,
synth,synth_top_area_share,49.2,%
cells_and_area,syn_to_final_growth,13.9,%
die,die_w,101,microns
global_routing,grt_remaining_overflow,0,
die,fp.dieH,101,microns
global_routing,grt_max_degree,57,
setup_path,crit_type,"in2out",
## where the power goes
| part | switching, mW | leakage [nW] | internal (mW) |
|---|---|---|---|
| clock network | 0.353 | 0.102 | 0.339 |
| logic | 0.316 | 0.988 | 0.274 |
| registers | 0.187 | 1.06 | 1.03 |
| total | 0.857 | 2.15 | 1.65 |
## per-stage QoR
step | hold slack, ns | cell area [sq um] | setup WS, ns
CTS | 0.384 | 4450 | 0.123
global placement | 0.504 | 4240 | 0.143
detailed placement | 0.505 | 4240 | 0.146
global route | 0.410 | 4460 | -0.0325
finish | 0.392 | 4460 | 0.159
floorplan | 0.404 | 3920 | 0.972
## sequential cells by signal (all words and copies together), names as in the netlist
name                  count
clear_long_press_cnt      8
new_pass                 16
current_pass             16
current_input            16
current_input_cnt         3
timeout_cnt              11
state                     5
code_is_set               1
wrong_attemps             2
## per-layer routing
metal	vias up	global-route usage (%)	part of all wire (%)
li1	1292	-	-
met4	0	1.67	0.88
met2	46	23.9	44
met5	-	0	0
met1	1315	25.5	50
met3	6	4.80	5.6
## how the worst min path moves through the flow
stage	start	slack (ns)	depth (start not counted)	end
final	arst_n_i	0.39	2	new_pass[8]
after global routing	arst_n_i	0.41	2	new_pass[8]
after CTS	arst_n_i	0.38	2	new_pass[8]
## placed cells by master (no fill, tap or decap), drive strengths merged, types with 5 or more instances in the layout
| master | count |
|---|---|
| xnor2 | 8 |
| o31ai | 5 |
| dfrtp | 77 |
| nand3 | 13 |
| clkdlybuf4s50 | 13 |
| and3 | 6 |
| xor2 | 39 |
| inv | 16 |
| nor2 | 25 |
| nand4 | 5 |
| nand2 | 33 |
| buf | 12 |
| a22o | 6 |
| ha | 11 |
| clkbuf | 9 |
| nor4 | 14 |
| mux2 | 33 |
| a21oi | 5 |
| o21ai | 15 |
## worst max-delay path: stages
cell	delay, ns
clkdlybuf4s50_1	0.54
nand3_2	0.11
nand4bb_2	0.27
nor2_1	0.16
nand4_1	0.16
o211ai_1	0.22
clkdlybuf4s50_1	0.49
## layout make-up
| cell class | count | area [sq um] |
|---|---|---|
| inverters | 13 | 48.8 |
| multi-input cells | 254 | 1870 |
| fillers | 887 | 4910 |
| flip-flops and latches | 78 | 1950 |
| clock inverters | 7 | 80.1 |
| well taps | 129 | 161 |
| clock buffers | 9 | 124 |
| repair buffers | 25 | 220 |
## cells by family after synthesis
group / share of synthesized area [%]
xor+xnor: 10.5
mux: 10.0
flops: 49.9
simple gates: 16.5
compound gates: 7.19
fa+ha+maj: 3.52
buf+inv: 2.43
## timing repair
item / CTS / global route
resized: 0 / 1
setup buffers: 0 / 1
endpoints found under the setup margin: 0 / 3
No activity file was given, so power comes from the tool's default toggle rates.
